$ cat design.v
module moore_detector (
    input  wire clk,
    input  wire reset,
    input  wire x_in,
    output reg  y_out
);
    parameter S_IDLE = 3'b000;  
    parameter S_0    = 3'b001;  
    parameter S_01   = 3'b010;  
    parameter S_011  = 3'b011;  
    parameter S_0110 = 3'b100;  
    reg [2:0] current_state, next_state;
    always @(posedge clk or posedge reset) begin
        if (reset) begin
            current_state <= S_IDLE;  
        end else begin
            current_state <= next_state;
        end
    end
    always @(current_state or x_in) begin
        case (current_state)
            S_IDLE:
                if (x_in)
                    next_state = S_IDLE;
                else
                    next_state = S_0;
            S_0:
                if (x_in)
                    next_state = S_01;
                else
                    next_state = S_0;  
            S_01:
                if (x_in)
                    next_state = S_011;
                else
                    next_state = S_0;  
            S_011:
                if (x_in)
                    next_state = S_IDLE;  
                else
                    next_state = S_0110;  
            S_0110:
                if (x_in)
                    next_state = S_01;  
                else
                    next_state = S_0;  
            default:
                next_state = S_IDLE;  
        endcase
    end
    always @(current_state) begin
        if (current_state == S_0110) begin
            y_out = 1'b1;  
        end else begin
            y_out = 1'b0;
        end
    end
endmodule
$ cat constraint.sdc
current_design moore_detector

set clk_period 1.0
set clk_io_pct 0.2

create_clock -name clk0 -period $clk_period [get_ports {clk}]

set non_clock_inputs [all_inputs -no_clocks]
set_input_delay [expr $clk_period * $clk_io_pct] -clock clk0 $non_clock_inputs
set_output_delay [expr $clk_period * $clk_io_pct] -clock clk0 [all_outputs]
$ cat run.sh
#!/bin/bash
# OpenROAD 26Q1-2900-gdf79404cd8, Yosys 0.63+post, stock flow scripts
make -C /OpenROAD-flow-scripts/flow DESIGN_CONFIG=/design/flow/config.mk WORK_HOME=/design/flow/orfs finish
$ cat config.mk
export PLATFORM = sky130hd
export DESIGN_NAME = moore_detector
export DESIGN_NICKNAME = moore_detector
export VERILOG_FILES = /design/flow/design.v
export SDC_FILE = /design/flow/constraint.sdc
export NUM_CORES = 4
export LEC_CHECK = 1
export CORE_AREA = 10 10 70 70
export DIE_AREA = 0 0 80 80
==> impl_metrics.py <==
# Physical implementation metrics
metrics = {
    "outcome": {
        "status": "completed",
    },
    "global_routing": {
        "grt_max_degree": 6,
        "grt_overflow": 0,
        "grt_pass1_wl_um": 607,
        "grt_pass1_vias": 128,
        "antenna_found_initial": 0,
        "grt.total_usage_pct": 1.42,
    },
    "finish": {
        "area_delta_synth_final_pct": 78.4,
        "top_register": "current_state",
        "largest_reg_flops": 5,
        "reg.largest.list": "current_state (5)",
        "fill_cells": 407,
        "drive_gt1_share_pct": 35.0,
        "regArea_um2": 126,
        "logic_area_um2": 52.6,
    },
    "timing": {
        "setup_viol": 0,
        "relSlewSlack_pct": 85.9,
        "max_freq_mhz": 1030,
        "min_period_ns": 0.968,
        "fin_crit_sh_pct": 96.8,
        "setup_tns_ns": 0,
        "drv_slew": 0,
        "hold_viol": 0,
        "tightest_slew_ns": 0.211,
        "setup_ws_ns": 0.0325,
        "rsz0062_at_grt": "no",
        "fin_skew_ns": 0.00584,
    },
    "clock_tree": {
        "clock-sinks": 5,
        "htree_levels": 1,
        "cts_made_buffers": 3,
        "clockRootBuffer": "clkbuf_4",
        "cts_hold_buf": 0,
        "cts.path.max_buffers": 2,
        "clkLatencyLatePin_ns": 0.25,
        "post_cts_buffers": 0,
        "tritoncts": "yes",
        "path_clk_slew_ns": 0.05,
    },
    "hold_path": {
        "hp-class": "in2async",
    },
    "setup_path": {
        "r2r_slack_ns": 0.03,
        "timing_worst_setup_path_type": "reg2reg",
        "r2r_cells": 3,
        "reg2reg_to": "current_state[3]$_DFF_PP0_",
        "worstSetupStartpointType": "flip-flop",
        "r2r_start": "current_state[1]$_DFF_PP0_",
        "cp.required_ns": 1.12,
        "critPathMaxFanout": 2,
        "endpoint_kind": "flip-flop",
        "arrival_ns": 1.09,
    },
    "detailed_routing": {
        "drc_errors": 0,
        "post_drt_wl_per_cell_um": 6.12,
        "drt_wl_total_um": 404,
        "drtAntennaViolNets": 0,
        "antenna_cells": 0,
        "vias": 116,
        "firstDrtPassIters": 2,
        "drtIter0Drc": 6,
        "viasPerCell": 1.76,
    },
    "pwr": {
        "totalPowerFinal_w": 0.000512,
        "peakVddDrop_uv": 276,
        "power.leakage_nw": 0.124,
        "powerDensity_mw_per_mm2": 1710,
    },
    "synthesis": {
        "synth_cell_types": 8,
        "synth_area_per_cell_um2": 14.0,
        "syn_area_um2": 168,
        "top_cell": "dfrtp_1",
        "edf_count": 0,
        "ys_seq_share_pct": 75.4,
        "syn_inst": 12,
        "synthTopCellsByCount": "dfrtp_1, o21a_1",
        "ys_area_um2": 168,
        "top_area_share_pct": 59.7,
        "ys_async_sr_fraction_pct": 100,
        "area_leaders": "dfrtp_1, dfstp_2, o21a_1",
        "post-synth-top-area-cell": "dfrtp_1",
        "ys_warn_count": 1,
        "yosys_cells": 12,
        "synth_flops": 5,
        "flop_cell": "dfrtp_1",
    },
    "place": {
        "io_buffers": 3,
        "gp_congestion": 0.622,
        "dp_slack_ns": 0.0103,
    },
    "floorplanning": {
        "dieArea_mm2": 0.00640,
        "rows": 21,
        "ios": 4,
        "die_width_um": 80,
        "die_h_um": 80,
        "core_area_mm2": 0.00342,
        "fp_util_pct": 4.91,
    },
    "job": {
        "maxCapViolations": 0,
        "warning_count": 25,
    },
}
## where the power goes
group / internal (W) / total, W / switching (W)
combinational: 0.0000271 / 0.0000425 / 0.0000154
clock: 0.000151 / 0.000240 / 0.0000884
sequential: 0.000217 / 0.000230 / 0.0000127
## worst max-delay path: stages, from the launching register on
cell and delay, ns:
dfrtp_1 0.37, buf_4 0.15, nor4_4 0.26, nor2_1 0.06
## worst max-delay path by stage
stage / start / cells past startpoint / slack [ns] / end
4_1_cts: current_state[1]$_DFF_PP0_ / 1 / 0.004 / y_out
6_report: current_state[1]$_DFF_PP0_ / 3 / 0.03 / current_state[3]$_DFF_PP0_
5_1_grt: current_state[1]$_DFF_PP0_ / 3 / 0.006 / current_state[3]$_DFF_PP0_
## repair_timing
item	CTS	global route
gates resized	3	2
endpoints found under the setup margin	2	2
pin swaps	0	0
## final cells by class
type,count,share of cell area [%]
inverters,1,1.26
multi-input cells,6,17.6
well taps,46,19.2
clock buffers,4,8.79
repair buffers,4,10.9
flip-flops and latches,5,42.3
## cells in the final DEF (no fill, tap or decap), drive strengths merged
cell type | netlist | final
and2 | 1 | 1
buf | 0 | 1
clkbuf | 0 | 5
clkdlybuf4s50 | 0 | 2
dfrtp | 4 | 4
dfstp | 1 | 1
inv | 1 | 1
nor2 | 1 | 1
nor2b | 1 | 1
nor4 | 1 | 1
o21a | 2 | 2
## through the flow
stage | hold slack [ns] | util, % | area (um^2) | cells
after detailed placement | 0.420 | 7.69 | 263 | 62
after floorplan | -0.0222 | - | 168 | 12
after global routing | 0.179 | 8.75 | 299 | 66
after global placement | 0.407 | 7.69 | 263 | 62
after CTS | 0.163 | 8.64 | 295 | 66
final | 0.168 | 8.75 | 299 | 66
## per-layer routing
layer | global-route usage (%) | wire length (um) | vias to the layer above | part of all wire, %
li1 | - | - | 55 | -
met1 | 1.41 | 166 | 54 | 41
met2 | 1.12 | 110 | 7 | 27
met3 | 2.95 | 127 | 0 | 31
met4 | 0 | 0 | 0 | 0
met5 | 0 | 0 | - | 0
## cell families (layout without fill, tap and decap cells)
logic type | Yosys count | count (layout) | share of synthesized area [%]
simple gates | 4 | 4 | 13.4
compound gates | 2 | 2 | 8.95
flops | 5 | 5 | 75.4
buf+inv | 1 | 9 | 2.24
Power and IR drop assume default switching activity.
